### ./design.v
module Counter1(
    input Reset, Enable, clk,
    output [2:0] out
);
reg [2:0] out;
always @(posedge clk) 
begin
    if(Reset) begin
        Out = 3'b000;
    end
    else begin
        if(Enable) begin
            if(Out == 3'b111)
                Out = 3'b000;
            else
                Out = Out + 1;
        end
    end
end
endmodule
module Counter2(
    input clk, Reset, Load, Enable,
    input [7:0] Data_In,
    output [7:0] Out
);
reg [7:0] Out;
always @(posedge elk)
begin
    if(Reset)
        Out = 0;
    else
        if(Load)
            Out = Data_In;
        else
            if(Enable)
                Out = Out + 1;
end
endmodule
module Counter3(
    input clk, Reset, Load, Enable, Up_Down,
    input [7:0] Data_In,
    output [7:0] Out
);
reg [7:0] Out;
always @(posedge clk)
begin
    if(Reset)
        Out = 0;
    else
        if(Load)
            Out = Data_In;
        else
            if(Enable)
            begin
                if(Up_Down)
                    Out = Out + 1;
                else
                    Out = Out - 1;
            end
end
endmodule
### ./run.sh
#!/bin/bash
# OpenROAD 26Q1-2900-gdf79404cd8, Yosys 0.63+post, stock flow scripts
make -C /OpenROAD-flow-scripts/flow DESIGN_CONFIG=/design/flow/config.mk WORK_HOME=/design/flow/orfs finish
### ./config.mk
export PLATFORM = sky130hd
export DESIGN_NAME = Counter3
export DESIGN_NICKNAME = Counter3
export VERILOG_FILES = /design/flow/design.v
export SDC_FILE = /design/flow/constraint.sdc
export NUM_CORES = 4
export LEC_CHECK = 1
export CORE_AREA = 10 10 82 82
export DIE_AREA = 0 0 92 92
### ./constraint.sdc
current_design Counter3

set clk_period 3.5
set clk_io_pct 0.2

create_clock -name clk0 -period $clk_period [get_ports {clk}]

set non_clock_inputs [all_inputs -no_clocks]
set_input_delay [expr $clk_period * $clk_io_pct] -clock clk0 $non_clock_inputs
set_output_delay [expr $clk_period * $clk_io_pct] -clock clk0 [all_outputs]
==> deck_impl_summary.md <==
Synthesis and Place & Route Summary

Global routing
  • Antenna violations before repair: 0
  • Vias in the first global route: 720
  • Global-route wire length before repair: 3450 µm
  • GRT Total Usage: 0.0482
  • Pin count of the biggest net entering global routing: 16
  • Remaining global-route overflow: 0

Clock tree
  • Clock tree from TritonCTS: yes
  • Maximum buffer depth of the clock tree: 2
  • Cell at the root of the clock tree: sky130_fd_sc_hd__clkbuf_8
  • Clk slew on worst S/H paths: 0.05 ns
  • Number of gates resized after CTS: 0
  • Number of buffers inserted by hold repair at cts: 0
  • H-tree levels: 1
  • Inserted Clock Buffers: 3
  • Clock Sink Count: 8
  • Clock Latency Late Sink: 0.23 ns
  • # Post-CTS Setup Buffers: 0

Final timing
  • Setup total negative slack: 0 ns
  • Period utilisation layout: 0.723
  • Worst clock skew: 0.00496 ns
  • Relative slew slack: 0.675
  • Number of pins with negative max-slew slack in the final report: 0
  • Actual transition at the worst max-transition pin: 0.486 ns
  • RSZ-0062 raised after global routing: false
  • Time the final worst path needs with I/O delays and setup: 2.53 ns
  • FMAX: 395 MHz
  • Final hold vios: 0
  • Final number of setup-violating endpoints: 0

Drt
  • Via density per instance: 4.03
  • Count of antenna diodes in the layout: 0
  • Via total after detailed routing: 705
  • Number of remaining DRC errors: 0
  • Routed len/inst: 12.3 µm
  • First-pass detailed-route iteration total: 4
  • Drt initial violations: 72
  • Final WL: 2150 µm
  • Post-detailed-route count of antenna-violating nets: 0

Floorplanning
  • Core utilization at floorplan: 0.141
  • I/O pin count: 21
  • Site row count: 26
  • Overall chip area: 8460 µm²
  • Core Footprint: 5070 µm²
  • Die height: 92 µm
  • Width of the chip: 92 µm

Yosys
  • Cell taking the most area after synthesis: sky130_fd_sc_hd__dfxtp_1
  • Number of cells produced by synthesis: 85
  • Largest cells by area after synthesis: sky130_fd_sc_hd__dfxtp_1 (22%), sky130_fd_sc_hd__a21oi_1 (11%), sky130_fd_sc_hd__ha_1 (11%)
  • Average cell area after synthesis: 8.41 µm²
  • Warnings from Yosys: 1
  • Yosys cell count: 85
  • Sequential fraction of the synthesis area: 0.224
  • Post-synthesis sequential element count: 8
  • Post-synthesis instance area: 714 µm²
  • Top cell type's share of synthesized area: 0.224
  • Post-synth area from yosys stat: 714 µm²
  • Post-synthesis cell type count: 35

Cells and area
  • Area growth syn-to-layout: 43.4%
  • Flip-flop count of the largest register after layout: 8
  • Dominant logic cell types in the final layout: sky130_fd_sc_hd__clkdlybuf4s50_1 (20), sky130_fd_sc_hd__a21oi_1 (15), sky130_fd_sc_hd__dfxtp_1 (8), sky130_fd_sc_hd__nor2_1 (8), sky130_fd_sc_hd__ha_1 (6)
  • Number of cells in the finished layout apart from fillers: 175
  • Top cell excl fill/tap: sky130_fd_sc_hd__clkdlybuf4s50_1
  • Post-route cell area: 1020 µm²
  • Number of inserted filler cells in the final layout: 595
  • Utilization after layout: 0.202
  • Proportion of layout cells with a drive suffix above 1: 0.0857

Run
  • Number of warnings the tools reported: 25
  • Maximum capacitance violations: 0

Worst setup path
  • Arrival time worst endpoint: 2.69 ns
  • Crit path kind: primary input to flop
  • Crit start category: primary input
  • CP max stage cell: sky130_fd_sc_hd__clkdlybuf4s50_1
  • Type of destination of the critical path: flop
  • Largest stage delay on the critical path: 0.49 ns
  • Cell chain of the critical path: clkdlybuf4s50_1 > inv_1 > ha_1 > a211o_1 > a41oi_1 > mux2_2 > o211ai_1
  • Largest driver fanout on the critical path: 7
  • Required time reported for the critical path endpoint: 3.66 ns

Placed design
  • Post-DP HPWL: 1630 µm
  • Area of placed instances: 983 µm²
  • Count of input and output buffers: 20
  • Instance count after placement with tap cells included: 172
  • GP Congestion: 0.787

Power
  • Power after layout: 0.342 mW
  • Leakage power figure: 0.365 nW
  • Maximum resistive drop on vdd: 90.1 µV
  • Power per Cell Area: 334 nW/µm²

Status
  • Result of the run: complete, no violations

Min path
  • Type of the most critical hold path: flop to flop
## kinds of logic after synthesis
logic type | count (synthesis) | share of synthesized area
AND-OR/OR-AND | 31 | 0.266
XOR/XNOR | 3 | 0.0368
AND/OR/NAND/NOR | 29 | 0.268
buffers and inverters | 5 | 0.0420
adder cells (fa/ha/maj) | 7 | 0.133
flip-flops | 8 | 0.224
multiplexers | 2 | 0.0298
## critical path: cells and delay by family
kind,cells,cell delay (ns)
compound gates,3,0.65
buf+inv,2,0.65
fa+ha+maj,1,0.33
mux,1,0.35
## report_power, final
part | switching, mW | internal [mW] | total [mW]
Combinational | 0.0531 | 0.0652 | 0.118
Clock | 0.0402 | 0.0749 | 0.115
Sequential | 0.00822 | 0.100 | 0.109
## synth_stat cells
master,instances
sky130_fd_sc_hd__o21a_1,4
sky130_fd_sc_hd__inv_1,1
sky130_fd_sc_hd__mux2i_1,1
sky130_fd_sc_hd__dfxtp_1,8
sky130_fd_sc_hd__nand4b_1,1
sky130_fd_sc_hd__or3_1,1
sky130_fd_sc_hd__o21ai_0,2
sky130_fd_sc_hd__and4b_1,1
sky130_fd_sc_hd__a211o_1,2
sky130_fd_sc_hd__nor4_1,1
sky130_fd_sc_hd__o211ai_1,2
sky130_fd_sc_hd__a21oi_1,15
sky130_fd_sc_hd__nor2b_1,1
sky130_fd_sc_hd__nand2b_1,1
sky130_fd_sc_hd__nor3b_2,1
sky130_fd_sc_hd__or3b_4,1
sky130_fd_sc_hd__nand2_1,2
sky130_fd_sc_hd__a41oi_1,1
sky130_fd_sc_hd__xnor2_1,3
sky130_fd_sc_hd__clkbuf_1,2
sky130_fd_sc_hd__a211oi_1,2
sky130_fd_sc_hd__fa_1,1
sky130_fd_sc_hd__o21ai_1,2
sky130_fd_sc_hd__nand3_1,1
sky130_fd_sc_hd__a311oi_1,1
sky130_fd_sc_hd__buf_6,1
sky130_fd_sc_hd__or3b_2,2
sky130_fd_sc_hd__nor4b_1,1
sky130_fd_sc_hd__or4b_1,1
sky130_fd_sc_hd__ha_1,6
sky130_fd_sc_hd__mux2_2,1
sky130_fd_sc_hd__nand3b_1,1
sky130_fd_sc_hd__buf_4,1
sky130_fd_sc_hd__nor2_1,8
sky130_fd_sc_hd__nor3b_1,5
## metrics by stage
step	setup WS, ns	hold slack, ns
6_report	0.971	0.680
2_1_floorplan	1.34	0.621
3_3_place_gp	0.740	0.663
3_5_place_dp	0.726	0.682
5_1_grt	0.861	0.729
4_1_cts	0.963	0.688
## area by class of cell
type / instances / area, µm² / share of cell area
inverters: 1 / 3.75 / 0.00366
flip-flops and latches: 8 / 160 / 0.156
clock buffers: 3 / 41.3 / 0.0403
multi-input cells: 72 / 524 / 0.512
well taps: 70 / 87.6 / 0.0855
repair buffers: 21 / 208 / 0.203
## worst paths after layout
check,endpoint,slack (ns),depth (start not counted),start
setup / recovery,Out[7]$_SDFFE_PP0P_,0.97,7,Up_Down
setup reg to reg,Out[7]$_SDFFE_PP0P_,1.79,5,Out[1]$_SDFFE_PP0P_
hold / removal,Out[2]$_SDFFE_PP0P_,0.68,4,Out[2]$_SDFFE_PP0P_
hold reg to reg,Out[2]$_SDFFE_PP0P_,0.68,4,Out[2]$_SDFFE_PP0P_
## routing by layer
metal  vias to the layer above  part of all wire  wire (µm)  track usage
met5                         -                 0          0            0
met4                         0             0.016         34       0.0116
met3                         2             0.065        139       0.0107
met2                        27              0.45        978       0.0812
met1                       313              0.46        999       0.0612
li1                        363                 -          -            -
Power figures rest on the tool's default switching activity, not on a simulated workload.
