$ cat constraint.sdc
current_design Special_Multiplier

set clk_period 2.4
set clk_io_pct 0.2

create_clock -name clk0 -period $clk_period

set non_clock_inputs [all_inputs -no_clocks]
set_input_delay [expr $clk_period * $clk_io_pct] -clock clk0 $non_clock_inputs
set_output_delay [expr $clk_period * $clk_io_pct] -clock clk0 [all_outputs]
$ cat config.mk
export PLATFORM = sky130hd
export DESIGN_NAME = Special_Multiplier
export DESIGN_NICKNAME = Special_Multiplier
export VERILOG_FILES = /design/flow/design.v
export SDC_FILE = /design/flow/constraint.sdc
export NUM_CORES = 4
export LEC_CHECK = 1
export CORE_AREA = 10 10 70 70
export DIE_AREA = 0 0 80 80
$ cat design.v
module Special_Multiplier(Out, In);
input [3:0] In;
output [6:0] Out;
reg [6:0] Out;
function [6:0] To_Seven_Segment;
    input [4:0] In;
    begin
        case(In)
            0: To_Seven_Segment = 7'b1000000;
            1: To_Seven_Segment = 7'b1111001;
            2: To_Seven_Segment = 7'b0100100;
            3: To_Seven_Segment = 7'b0110000;
            4: To_Seven_Segment = 7'b0011001;
            5: To_Seven_Segment = 7'b0010010;
            6: To_Seven_Segment = 7'b0000010;
            7: To_Seven_Segment = 7'b1111000;
            8: To_Seven_Segment = 7'b0000000;
            9: To_Seven_Segment = 7'b0010000;
            10:To_Seven_Segment = 7'b0001000;
            11:To_Seven_Segment = 7'b0000011;
            12:To_Seven_Segment = 7'b1000110;
            13:To_Seven_Segment = 7'b0100001;
            14:To_Seven_Segment = 7'b0000110;
            15:To_Seven_Segment = 7'b0001110;
        endcase
    end
endfunction
always @(In)
begin
    if(0 <= In && In <= 2)
        Out = To_Seven_Segment(In);
    else if(3 <= In && In <= 5) 
        Out = To_Seven_Segment((In * 2)+ 1);
    else if(6 <= In && In <= 8)
        Out = To_Seven_Segment((In * 2)- 1);
    else
        Out = To_Seven_Segment(0);
end
endmodule
$ cat run.sh
#!/bin/bash
# OpenROAD 26Q1-2900-gdf79404cd8, Yosys 0.63+post, stock flow scripts
make -C /OpenROAD-flow-scripts/flow DESIGN_CONFIG=/design/flow/config.mk WORK_HOME=/design/flow/orfs finish
==> impl_metrics.csv <==
group,metric,value,unit
run_status,status,"finished with violations",
run_status,violations,"negative setup slack",
hold_path,hold_class,"input port to output port",
critical_path,cp-end-kind,"output port",
drt,drtPass1Iterations,5,
layout,num-clock-buffers,0,
critical_path,cp.arrival,2070,ps
pwr,p_clk_frac,0,
pwr,pwr-share-comb,1.000,
place,hpwl,1200,um
global_route,grt_max_degree,10,
sta,setup_viol,6,
pwr,report.power.total,171,uW
logic_synthesis,yosys.stat.seqShare,0,
pwr,power.leakage,0.394,nW
drt,drtIter0Drc,25,
logic_synthesis,ys_cells,69,
drt,viasPerCell,4.44,
floorplanning,core-area,0.00342,mm^2
layout,design_area,942,um^2
global_route,grt_pass1_vias,595,
logic_synthesis,syn-cell-area,472,um^2
drt,n_antenna_cell,0,
hold_path,holdPathStages,6,
logic_synthesis,synthCells,69,
place,port_buffers,11,
sta,finalHoldViolations,0,
pwr,irDropWorstVdd,54.2,uV
floorplanning,io_pins,11,
sta,fin_tns_setup,-590,ps
critical_path,crit_fanout,4,
pwr,p_int,91.2,uW
pwr,power_frac_seq,0,
drt,ant_nets,0,
sta,fmax,392,MHz
logic_synthesis,synth_cell_types,30,
critical_path,required,1920,ps
sta,slew_headroom,0.699,
sta,holdWs,1530,ps
sta,period_needed,2550,ps
sta,worst_pin_slew,449,ps
layout,final_util,0.276,
pwr,swShare,0.465,
sta,rsz0062_at_grt,"yes",
floorplanning,dieArea,0.00640,mm^2
critical_path,critPathKind,"input port to output port",
floorplanning,die_h,80,um
hold_path,hold_end,"Out[4]",
hold_path,min_from,"In[0]",
place,dp_cells,141,
clock_tree,hold_buffers,0,
layout,drive_above_1_share,0.583,
drt,drc,0,
place,pre_cts_ws,-1030,ps
pwr,cellPowerDensity,181,mW/mm^2
layout,flop_area,0,um^2
pwr,p_switching,79.4,uW
drt,wl_per_cell,11.5,um
logic_synthesis,ys_warn_count,1,
floorplanning,floorplan.core_util,0.138,
layout,area_growth,99.7,%
flow_run,warning_count,40,
layout,seq_cell_count,0,
logic_synthesis,yosys_area,472,um^2
critical_path,crit_path_start_kind,"input port",
sta,fin_ws,-153,ps
global_route,overflow,0,
floorplanning,die_x,80,um
global_route,grt_usage,0.0499,
global_route,grt_antenna_before_repair,0,
layout,stdcell_count,149,
drt,drt-total-wl,1710,um
floorplanning,rows,21,
global_route,grt_pass1_wl,2770,um
logic_synthesis,syn_area_per_cell,6.84,um^2
flow_run,cap_violations,0,
sta,slew_viol_final,0,
drt,vias,662,
sta,finalCritPeriodShare,1.06,
place,place_area,778,um^2
place,routabilityCongestion,0.901,
## area by class of cell
class | instances | area [um^2]
inverter | 5 | 28.8
tap | 46 | 57.6
timing repair buffer | 40 | 323
multi-input combinational | 58 | 533
fill | 356 | 2470
## logic make-up (layout without fill, tap and decap cells)
kind of cell	count (synthesis)	in the layout	share of synthesized area
buf+inv	11	45	0.122
mux	1	1	0.0212
compound gates	25	25	0.393
fa+ha+maj	6	6	0.159
simple gates	26	26	0.305
## cells in the final DEF (no fill, tap or decap), types with 2 or more instances in the layout
| cell type | Yosys | routed |
|---|---|---|
| ha_1 | 6 | 2 |
| a21oi_1 | 6 | 6 |
| buf_4 | 0 | 23 |
| nor2_1 | 8 | 7 |
| buf_6 | 2 | 7 |
| a31oi_1 | 4 | 4 |
| nand3_1 | 4 | 3 |
| nor3_2 | 0 | 3 |
| ha_4 | 0 | 3 |
| or4b_4 | 1 | 2 |
| buf_2 | 1 | 7 |
| inv_1 | 5 | 3 |
| nand2b_1 | 3 | 2 |
| o21a_1 | 2 | 2 |
## critical path, cell delays in order
cell and delay (ps):
buf_8 90, inv_8 30, ha_4 160, or4b_4 520, o22ai_4 240, buf_6 130
buf_4 90, o311ai_1 80, a31oi_1 130, buf_2 120
## worst max-delay path by stage
stage | start | end | slack (ps) | cells past startpoint
after CTS | In[0] | Out[3] | -170 | 10
after global routing | In[0] | Out[3] | -240 | 10
final | In[0] | Out[3] | -150 | 10
## routing by layer
layer  part of all wire  track usage  vias to the layer above
met3              0.052      0.00227                        0
li1                   -            -                      337
met1               0.48       0.0705                      298
met5                  0            0                        -
met4                  0            0                        0
met2               0.47       0.0859                       27
## synthesized netlist by cell type
cell type | number | area, um^2
nor2_1 | 8 | 30.0
a21oi_1 | 6 | 30.0
ha_1 | 6 | 75.1
inv_1 | 5 | 18.8
a31oi_1 | 4 | 25.0
nand3_1 | 4 | 20.0
nor3_1 | 4 | 20.0
clkbuf_1 | 3 | 11.3
nand2b_1 | 3 | 18.8
a211oi_1 | 2 | 15.0
buf_6 | 2 | 22.5
o21a_1 | 2 | 15.0
o21ai_0 | 2 | 10.0
o311ai_0 | 2 | 17.5
a211o_1 | 1 | 8.76
a22o_1 | 1 | 8.76
a311o_1 | 1 | 10.0
buf_2 | 1 | 5.00
mux2i_1 | 1 | 10.0
nand2_1 | 1 | 3.75
nand2_2 | 1 | 6.26
nor4_1 | 1 | 6.26
nor4b_1 | 1 | 8.76
o22ai_1 | 1 | 6.26
o22ai_4 | 1 | 20.0
o31a_1 | 1 | 8.76
o32a_1 | 1 | 10.0
or3_1 | 1 | 6.26
or4b_1 | 1 | 10.0
or4b_4 | 1 | 13.8
## power groups by stage
stage                 logic (mW)  registers, mW  clock network (mW)
after global routing       0.186              0                   0
after CTS                  0.164              0                   0
final                      0.171              0                   0
## repair_timing
item	4_1_cts	5_1_grt
pin swaps	15	5
gates resized	64	1
setup endpoints to repair	7	7
buffers inserted	8	1
Power is estimated from default activity; no workload was simulated.
