<file path="/design/flow/design.v">
module button_value_counter(reset, btn_red, btn_green, btn_blue, val_red, val_green, val_blue);
input reset, btn_red, btn_green, btn_blue;
output reg [3:0] val_red, val_green, val_blue;
always @(posedge btn_red or negedge reset) begin
    if(!reset)
        val_red <= 0;
    else
        val_red <= val_red + 1;
end
always @(posedge btn_green or negedge reset) begin
    if(!reset)
        val_green <= 0;
    else
        val_green <= val_green + 1;
end
always @(posedge btn_blue or negedge reset) begin
    if(!reset)
        val_blue <= 0;
    else
        val_blue <= val_blue + 1;
end
endmodule
</file>
<file path="/design/flow/run.sh">
#!/bin/bash
# OpenROAD 26Q1-2900-gdf79404cd8, Yosys 0.63+post, stock flow scripts
make -C /OpenROAD-flow-scripts/flow DESIGN_CONFIG=/design/flow/config.mk WORK_HOME=/design/flow/orfs finish
</file>
<file path="/design/flow/config.mk">
export PLATFORM = sky130hd
export DESIGN_NAME = button_value_counter
export DESIGN_NICKNAME = button_value_counter
export VERILOG_FILES = /design/flow/design.v
export SDC_FILE = /design/flow/constraint.sdc
export NUM_CORES = 4
export LEC_CHECK = 1
export CORE_AREA = 10 10 70 70
export DIE_AREA = 0 0 80 80
</file>
<file path="/design/flow/constraint.sdc">
current_design button_value_counter

set clk_period 1.0
set clk_io_pct 0.2

create_clock -name clk0 -period $clk_period [get_ports {btn_blue}]
create_clock -name clk1 -period $clk_period [get_ports {btn_green}]
create_clock -name clk2 -period $clk_period [get_ports {btn_red}]

set non_clock_inputs [all_inputs -no_clocks]
set_input_delay [expr $clk_period * $clk_io_pct] -clock clk0 $non_clock_inputs
set_output_delay [expr $clk_period * $clk_io_pct] -clock clk0 [all_outputs]
</file>
==> results.yml <==
# synthesis and place-and-route metrics
synthesis:
  ys_cells: 27
  ys_area_um2: 417
  syn_inst: 27
  ys_warn_count: 1
  syn_avg_cell_area_um2: 15.4
  ys_seq_share: 0.721
  netlist_area_um2: 417
  synth_flops: 12
  netlist-cell-type-count: 6
final_timing:
  holdWs_ns: 0.266
  clock_skew_ns: 0.00649
  rsz0062_at_grt: "false"
  finalMaxSlewViolations: 0
  slew_headroom: 0.892
  hold_violations: 0
  setup-violations-final: 0
  worst_pin_slew_ns: 0.162
clock_tree:
  cts_hold_buf: 0
  clk_pin_slew_worst_paths_ns: 0.04
  cts_tree: "done"
  cts.sinks: 12
placement:
  hpwl_um: 740
  placed_area_um2: 702
  io_buffers: 13
  gp_congestion: 0.623
  dp.cells: 99
setup_path:
  arrival_ns: 0.77
  max_stage_delay_ns: 0.37
  reg2reg_from: "val_green[3]"
  path_max_fanout: 2
  cp_slowest_cell: "dfrtp_1"
  crit_required_ns: 0.80
  reg2reg_to: "val_green[3]"
  r2r_cells: 4
  crit_chain: "clkdlybuf4s15_1"
  worst-path-stages: 1
  critPathTopFamily: "flip-flops"
  crit_buf_inv: 1
  crit_path_end_kind: "output pin"
  start_kind: "register"
  reg2reg_slack_ns: 0.04
  path_class: "register to output pin"
routing:
  n_antenna_cell: 0
  dr_total_vias: 356
  drt_iter0_markers: 4
  routed_via_density: 3.18
  ant_nets: 0
  wl_per_cell_um: 8.91
  drc: 0
  drt_pass1_iterations: 2
  routed_wl_um: 998
pwr:
  pwr-share-clk: 0.538
  p_int_w: 0.000896
  p_sw_frac: 0.179
  seq_power_share: 0.448
  p_comb_frac: 0.014
  p_per_area_nw_per_um2: 1420
  p_total_w: 0.00109
  p_sw_w: 0.000195
  cellLeakagePower_nw: 0.430
  ir_drop_v: 0.000477
die:
  pin_count: 16
  die-height_um: 80
  initial_utilization: 0.122
  die_area_um2: 6400
  core_um2: 3420
  row_count: 21
  die_w_um: 80
grt:
  track_usage: 0.0325
  grt_pass1_vias: 377
  grt_max_degree: 13
  antenna_found_initial: 0
  grt_overflow: 0
  grt_pass1_wl_um: 1610
finish:
  n_fill_cell: 366
  utilization: 0.225
  drive_above_1_share: 0.576
  post-route-cell-area_um2: 768
  layout.cells.non_filler: 112
  areaGrowthSynthToFinish_pct: 84.4
flow_run:
  warnings: 27
  maxCapViolCount: 0
min_path:
  hp-class: "primary input to asynchronous set/reset pin"
run_status:
  status: "finished clean"
-- through the flow --
stage	TNS [ns]	setup WS [ns]
CTS	-0.00498	-0.00498
global route	0	0.00164
global placement	-0.0206	-0.00893
detailed placement	-0.0446	-0.0171
finish	0	0.0308
floorplan	0	0.179
-- power by group through the flow --
stage	Sequential [W]	Clock (W)	Combinational, W
after CTS	0.000488	0.000619	0.0000169
final	0.000488	0.000587	0.0000157
after global routing	0.000488	0.000674	0.0000182
-- how the worst max path moves through the flow --
stage      startpoint           to
6_report   val_red[2]   val_red[2]
5_1_grt    val_red[2]   val_red[2]
4_1_cts   val_blue[0]  val_blue[2]
-- synth_stat cells --
cell type / count / share of area
dfrtp_1: 12 / 0.72
ha_1: 3 / 0.090
xor2_1: 3 / 0.063
inv_1: 3 / 0.027
nand3_1: 3 / 0.036
xnor2_1: 3 / 0.063
-- sequential cells by signal, summed over array words and instances, names as in the netlist --
register   cells
val_red        4
val_green      4
val_blue       4
-- placed cells by master (no fill, tap or decap), drive strengths merged --
cell and instances:
clkdlybuf4s50 1, ha 3, clkdlybuf4s15 2, inv 3
xnor2 3, buf 18, clkbuf 18, nand3 3
dfrtp 12, xor2 3
-- worst register-to-register path: stages (launching register included) --
cell	delay, ns
dfrtp_1	0.37
buf_4	0.13
buf_4	0.12
buf_4	0.12
xnor2_1	0.11
-- routing by layer --
layer	wire, µm	track usage	vias to the layer above	part of all wire
li1	-	-	166	-
met1	391	0.0315	162	0.39
met2	370	0.0361	22	0.37
met3	176	0.0398	6	0.18
met4	59	0.0229	0	0.059
met5	0	0	-	0
-- what timing repair did --
item / in CTS / in global routing
buffers inserted: 3 / 2
gates resized: 28 / 11
endpoints found under the setup margin: 12 / 12
-- cells by family after synthesis --
group / synth area share
simple gates: 0.0360
flops: 0.721
buf+inv: 0.0270
fa+ha+maj: 0.0901
xor+xnor: 0.126
-- cell type report --
cell class | instances | area [µm²] | area share
well taps | 46 | 57.6 | 0.0749
inverters | 3 | 11.3 | 0.0147
flip-flops and latches | 12 | 300 | 0.391
clock buffers | 9 | 67.6 | 0.0879
multi-input cells | 12 | 120 | 0.156
repair buffers | 30 | 211 | 0.275
Power is estimated from default activity; no workload was simulated.
